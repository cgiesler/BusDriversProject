## config.mk

```make
export PLATFORM = sky130hd
export DESIGN_NAME = mem_ctrl
export DESIGN_NICKNAME = mem_ctrl
export VERILOG_FILES = /design/flow/design.v
export SDC_FILE = /design/flow/constraint.sdc
export NUM_CORES = 4
export LEC_CHECK = 1
export CORE_AREA = 10 10 496 496
export DIE_AREA = 0 0 506 506
```

## design.v

```verilog
module mem_ctrl
#(
	parameter WORD_SIZE = 32,
	parameter CL_SIZE_WIDTH = 512,
	parameter ADDR_BITCOUNT = 64
)
(
	input wire clk,
	input wire rst_n,
	input wire host_init,
	input wire host_rd_ready,
	input wire host_wr_ready,
	input logic [1:0] op,
	input wire [ADDR_BITCOUNT-1:0] raw_address,
	input wire [ADDR_BITCOUNT-1:0] address_offset,
	input logic [WORD_SIZE-1:0] common_data_bus_read_in, 
	output logic [WORD_SIZE-1:0] common_data_bus_write_out, 
	input logic [CL_SIZE_WIDTH-1:0] host_data_bus_read_in,
	output logic [CL_SIZE_WIDTH-1:0] host_data_bus_write_out,
	output logic [ADDR_BITCOUNT-1:0] corrected_address,
	output logic ready,
	output logic tx_done,
	output logic rd_valid,
	output logic host_re,  
	output logic host_we,
	output logic host_rgo,
	output logic host_wgo
);
	localparam FILL_COUNT = CL_SIZE_WIDTH / WORD_SIZE;
	localparam FILL_BITS = $clog2(FILL_COUNT);
	typedef enum logic [1:0]
	{
		IDLE = 2'b00,
		READ = 2'b01,
		WRITE = 2'b11 
	} opcode;
	typedef enum reg[1:0]
	{
		STARTUP = 2'b00,
		READY = 2'b01,
		HOSTOP = 2'b10,
		FILL = 2'b11
	} sm_state;
	opcode op_in;
	sm_state state;
	logic [FILL_BITS-1:0] fill_count;
	reg [CL_SIZE_WIDTH-1:0] line_buffer;
	logic [WORD_SIZE-1:0] line_out [FILL_COUNT-1:0];
	reg bubble;
	genvar gv;
	generate
		for(gv = 0; gv < FILL_COUNT; ++gv) begin
			assign line_out[gv] = line_buffer[((gv + 1)*WORD_SIZE)-1:gv*WORD_SIZE];
		end
	endgenerate
	always_comb begin
		host_data_bus_write_out = line_buffer;
		common_data_bus_write_out = line_out[fill_count];
		tx_done = 1'b0;
		ready = 1'b1;
		host_re = 1'b0;
		host_we = 1'b0;
		host_rgo = 1'b0;
		host_wgo = 1'b0;
		rd_valid = 1'b0;
		case(state)
			STARTUP: begin
				ready = 1'b0;
			end
			READY: begin
			end
			HOSTOP: begin
				if(op == WRITE) begin
					host_wgo = 1'b1;
					if(host_wr_ready && bubble) begin
						tx_done = 1'b1;
						host_we = 1'b1;
					end
				end	
				else if(op == READ) begin
					host_rgo = 1'b1;
					if(host_rd_ready && bubble) begin
						host_re = 1'b1;
					end
				end
			end
			FILL: begin
				if(op == READ) begin
					rd_valid = 1'b1;
					if(&fill_count == 1'b1) begin
						tx_done = 1'b1;
					end
				end
			end
			default: begin
			end
		endcase
	end
	always_ff@ (posedge clk, negedge rst_n) begin
		if(!rst_n) begin
			state <= STARTUP;
			fill_count <= '0;
			line_buffer <= '0;
			bubble <= '0;
		end
		else begin
			case(state)
				STARTUP: begin
					if(host_init) begin
						state <= READY;
					end
				end
				READY: begin
					if(op_in == READ) begin
						state <= HOSTOP;
					end
					else if(op_in == WRITE) begin
						state <= FILL;
					end
				end
				FILL: begin
					if(&fill_count == 1'b1) begin
						fill_count <= '0;
						if(op_in == WRITE) begin
							state <= HOSTOP;
							line_buffer <= {common_data_bus_read_in, line_buffer[CL_SIZE_WIDTH-1:WORD_SIZE]};					
						end
						else if(op_in == READ) begin
							state <= READY;
						end
					end
					else begin
						if(op_in == WRITE) begin
							line_buffer <= {common_data_bus_read_in, line_buffer[CL_SIZE_WIDTH-1:WORD_SIZE]};					
						end
						else if(op_in == READ) begin
							bubble <= '0;
						end
						fill_count <= fill_count + 1;
					end
				end
				HOSTOP: begin
					if(op == READ && host_rd_ready) begin
						line_buffer <= host_data_bus_read_in;
						state <= FILL;
						bubble <= bubble + 1;
					end
					else if(op == WRITE && host_wr_ready && bubble) begin
						state <= READY;
						bubble <= 1'b0;
					end
					else if(op == WRITE && !bubble) begin
						bubble <= bubble + 1;
					end
				end
				default begin
				end
			endcase
		end
	end
	assign op_in = opcode'(op);
	assign corrected_address = raw_address + address_offset;
endmodule
```

## run.sh

```bash
#!/bin/bash
# OpenROAD 26Q1-2900-gdf79404cd8, Yosys 0.63+post, stock flow scripts
make -C /OpenROAD-flow-scripts/flow DESIGN_CONFIG=/design/flow/config.mk WORK_HOME=/design/flow/orfs finish
```

## constraint.sdc

```tcl
current_design mem_ctrl

set clk_period 214.6
set clk_io_pct 0.2

create_clock -name clk0 -period $clk_period [get_ports {clk}]

set non_clock_inputs [all_inputs -no_clocks]
set_input_delay [expr $clk_period * $clk_io_pct] -clock clk0 $non_clock_inputs
set_output_delay [expr $clk_period * $clk_io_pct] -clock clk0 [all_outputs]
```

==> results_slide.txt <==
Physical Implementation Snapshot

Logic synthesis
  – Fraction of registers with async set or reset after synthesis: 1.000
  – Most instantiated cells after synthesis: sky130_fd_sc_hd__nand2_1, sky130_fd_sc_hd__o21ai_0, sky130_fd_sc_hd__mux2i_1, sky130_fd_sc_hd__dfrtp_1, sky130_fd_sc_hd__clkbuf_1
  – Synth flops: 521
  – Synthesized chip area reported by yosys: 31000 sq um
  – Post-synthesis cell type with the largest combined area: sky130_fd_sc_hd__dfrtp_1
  – Predominant post-synthesis flop cell: sky130_fd_sc_hd__dfrtp_1
  – Fraction of post-synthesis cell area in the top cell type by area: 0.4198
  – Part of the Yosys area used for sequential elements: 0.4206
  – Number of warnings issued by yosys: 2
  – Largest cells by area after synthesis: sky130_fd_sc_hd__dfrtp_1, sky130_fd_sc_hd__mux2i_1, sky130_fd_sc_hd__o21ai_0, sky130_fd_sc_hd__nand2_1, sky130_fd_sc_hd__ha_1
  – Cell with the most instances after synthesis: sky130_fd_sc_hd__nand2_1
  – Distinct cell type count of the synthesized netlist: 75
  – Post-synthesis instance area: 31000 sq um
  – Yosys cell count: 3417
  – Count of mapped cells out of synthesis: 3417
  – Avg Synthesized Cell Area: 9.072 sq um
  – Count of flip-flops with a built-in enable after synthesis: 0

Clocking
  – Number of sinks on the clock net: 521
  – Cts bufs inserted: 68
  – Post-CTS Hold Fix Bufs: 0
  – Clock-pin transition on the worst setup and hold timing paths: 0.06 ns
  – H-tree depth: 3
  – Clock latency on the worst-skew pair: 0.69 ns
  – CTS tree: done
  – Buffer cell driving the clock tree root: sky130_fd_sc_hd__clkbuf_16
  – Post-CTS setup-driven buffer insertion count: 0
  – Post-cts gate resize count: 0
  – Maximum number of buffers from clock root to sink: 3

Routing
  – First DRT Iteration DRCs: 3077
  – Via count: 33740
  – DRC errors left: 0
  – DRT Wirelength: 267400 um
  – Drt first pass iters: 6
  – Routed via count divided by cell count: 4.321
  – Post-detailed-route count of antenna-violating nets: 0
  – DR WL/cell: 34.23 um

GRT
  – Maximum number of pins on one net before global-route repair: 188
  – Aggregate global-route resource usage: 0.2030
  – Total congestion overflow after global routing: 0
  – Vias in the first global route: 33630
  – First-pass GRT wire length: 345500 um
  – Antenna violations before repair: 67

Timing
  – Unrepaired setup endpoints after global routing: no
  – Hold Violations, Final: 0
  – Number of max-slew violations in the final report: 0
  – Final critical delay including setup and external delays: 90.41 ns
  – Transition time of the tightest slew-check pin: 1.123 ns
  – Setup Total Neg Slack: 0 ns
  – Post-layout period usage of the worst path: 0.4213
  – Upper clock frequency limit: 11.06 MHz
  – Remaining max-slew budget at the tightest pin: 0.2479
  – Setup Skew: 0.1893 ns
  – Final setup violation count: 0

Floorplanning
  – Row count: 178
  – Core area: 235200 sq um
  – Chip height: 506 um
  – I/O pins: 1294
  – Total die size: 256000 sq um
  – Width of the chip: 506 um
  – Floorplan Utilization: 0.1318

Power and ir drop
  – Pwr/cell area: 13.69 nW/um^2
  – Switching Fraction: 0.4654
  – Worst vdd ir: 0.006914 mV
  – Power Internal: 0.3645 mW
  – Clock power frac: 0.172
  – Leakage power: 18.20 nW
  – Relative contribution of combinational cells to total power: 0.503
  – Sequential power share: 0.325
  – Net switching component of the power: 0.3174 mW

Worst setup path
  – Crit start category: input port
  – Capturing element type of the critical path: primary output
  – Reg-to-reg startpoint: state[1]
  – R2R depth: 11
  – Maximum fanout encountered on the critical timing path: 3
  – Data required time of the critical path: 171.68 ns
  – Arrival time worst endpoint: 47.49 ns
  – Destination of the worst register-to-register timing path: line_buffer[236]
  – Worst R2R Setup Slack: 207.85 ns
  – Kind of critical path: in -> out

Finish
  – Post-synthesis to final-layout area growth: 60.68%
  – Filler Cells Inserted: 25490
  – Sequential cell area: 13050 sq um
  – Final standard cell area without fillers: 49810 sq um
  – Share of post-route cells with drive strength above 1: 0.05099
  – Area occupied by multi-input gates: 16880 sq um

Placement
  – Half-perimeter wire length after detailed placement: 222600 um
  – Placer Congestion: 0.9621
  – Standard cell area after detailed placement: 47530 sq um
  – Number of buffers added on ports: 1293

Job
  – Max-capacitance violation count: 0
  – Warning total across the stage logs: 34

Hold path
  – Worst Hold End: state[0]
  – WHS Path Cells: 1
  – Min-Delay Startpoint: state[0]
  – Tightest Hold Check Type: reg -> reg

Run status
  – Status: finished clean
-- placed cells by master (no fill, tap or decap), drive strengths merged, types with 4 or more instances in the layout --
cell,count
a41oi,4
a22oi,83
mux2,4
nor3,15
or2,4
o21a,6
a21oi,120
and3,22
o211ai,13
buf,78
and2,13
nand4,35
clkbuf,101
xnor2,39
a222oi,24
a221o,8
nand2,622
clkinv,12
a32oi,9
inv,26
ha,67
clkdlybuf4s50,1292
or3,5
mux2i,532
o21ai,600
a32o,4
dfrtp,520
o21bai,10
xor2,23
nor2b,11
diode,32
a31oi,19
nand3,44
a221oi,34
nand2b,5
nor2,104
a21o,34
a211oi,10
a22o,32
a311oi,4
-- cell type report --
class / count / area share
multi-input cells: 2595 / 0.3389
repair buffers: 1370 / 0.2726
flip-flops and latches: 521 / 0.2620
well taps: 3150 / 0.07913
clock buffers: 101 / 0.03987
clock inverters: 20 / 0.004321
diodes: 32 / 0.001608
inverters: 21 / 0.001583
-- metrics by stage --
stage          total power, mW  std cells    util  hold WS (ns)  setup slack [ns]
5_1_grt                 0.7204       7791  0.2116        0.5073            124.14
4_1_cts                 0.6917       7778  0.2114        0.4974            124.10
2_1_floorplan           0.2819       3417       -        0.4504            126.59
3_3_place_gp            0.5689       7657  0.2021        0.4837            124.06
3_5_place_dp            0.5697       7657  0.2021        0.4858            124.12
6_report                0.6819       7810  0.2118        0.4956            124.19
-- critical path, stage by stage --
cell and delay, ns:
sky130_fd_sc_hd__clkdlybuf4s50_1 0.47, sky130_fd_sc_hd__ha_1 0.23, sky130_fd_sc_hd__inv_1 0.07, sky130_fd_sc_hd__fa_1 0.39, sky130_fd_sc_hd__nand2b_1 0.18, sky130_fd_sc_hd__a21oi_1 0.34, sky130_fd_sc_hd__o21ai_1 0.20, sky130_fd_sc_hd__a2111oi_1 0.78
sky130_fd_sc_hd__o31a_1 0.39, sky130_fd_sc_hd__nand2b_4 0.22, sky130_fd_sc_hd__nor2b_4 0.23, sky130_fd_sc_hd__nor2_1 0.08, sky130_fd_sc_hd__xnor2_1 0.41, sky130_fd_sc_hd__clkdlybuf4s50_1 0.58
-- power by group through the flow --
stage,Combinational [mW],Clock [mW],Sequential [mW]
final,0.343,0.117,0.222
after global routing,0.371,0.123,0.225
after CTS,0.351,0.120,0.221
-- state kept, by name (all words and copies together) (netlist names) --
signal,cells
fill_count,4
line_buffer,512
state,4
bubble,1
-- worst max path at each step --
stage / startpoint / end / slack (ns)
CTS: raw_address[0] / corrected_address[32] / 124.10
finish: raw_address[0] / corrected_address[32] / 124.19
global route: raw_address[0] / corrected_address[32] / 124.14
-- cell families after synthesis --
logic type	count (synthesis)	share of synthesized area
compound gates	1037	0.2008
xor+xnor	62	0.01752
fa+ha+maj	68	0.02769
buf+inv	301	0.03891
flops	521	0.4206
mux	538	0.1747
simple gates	890	0.1198
-- routing by layer --
metal  global-route usage  vias to the layer above  share of wire
met1               0.2267                    16510           0.36
met5                    0                        -        0.00092
li1                     -                    14750              -
met4              0.06294                       36          0.041
met3               0.1144                      397           0.14
met2               0.3284                     2055           0.47
Power is estimated from default activity; no workload was simulated.
