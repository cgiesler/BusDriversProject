File: /design/flow/design.v
module cpu
(
	input wire clk,
	input wire rst_n,
	input wire tx_done,
	input wire rd_valid,
	output logic [1:0] op,
	output logic[63:0] io_address,
	input logic[31:0] common_data_bus_in,
	output logic[31:0] common_data_bus_out
);
	typedef enum reg
	{
		READ = 1'b0,
		WRITE = 1'b1
	} cpu_state;
	cpu_state state;
	logic [31:0] line_buffer [15:0];
	logic [3:0] fill_count;
	logic wr_fill;
	always_comb begin
		io_address = 'h0;
		op = 2'b01;
		common_data_bus_out = '0;
		case(state) 
			READ: begin
			end
			WRITE: begin
				op = 'b11;
				io_address = 'h400;
				common_data_bus_out = line_buffer[fill_count];
			end
		endcase
	end
	always_ff @(posedge clk, negedge rst_n) begin
		if(!rst_n) begin
			for(integer i = 0; i < 16; ++i)
				line_buffer[i] <= '0;
			state <= READ;
			fill_count <= '0;
			wr_fill <= '0;
		end
		else begin
			for(integer i = 0; i < 16; ++i)
			begin
				if(fill_count == i)
					line_buffer[i] <= common_data_bus_in;
			end
		case(state)
			READ: begin
				if(tx_done) begin
					state <= WRITE;
				end
				if(rd_valid) begin
					fill_count <= fill_count + 1;
				end
			end
			WRITE: begin
				if(!wr_fill) begin
					wr_fill <= 1'b1;
				end
				else begin
					fill_count <= fill_count + 1;
					if(tx_done) begin
						state <= READ;
						wr_fill <= 1'b0;
					end
				end
			end
		endcase
		end
	end
endmodule
File: /design/flow/run.sh
#!/bin/bash
# OpenROAD 26Q1-2900-gdf79404cd8, Yosys 0.63+post, stock flow scripts
make -C /OpenROAD-flow-scripts/flow DESIGN_CONFIG=/design/flow/config.mk WORK_HOME=/design/flow/orfs finish
File: /design/flow/config.mk
export PLATFORM = sky130hd
export DESIGN_NAME = cpu
export DESIGN_NICKNAME = cpu
export VERILOG_FILES = /design/flow/design.v
export SDC_FILE = /design/flow/constraint.sdc
export NUM_CORES = 4
export LEC_CHECK = 1
export CORE_UTILIZATION = 30
File: /design/flow/constraint.sdc
current_design cpu

set clk_period 19.7
set clk_io_pct 0.2

create_clock -name clk0 -period $clk_period [get_ports {clk}]

set non_clock_inputs [all_inputs -no_clocks]
set_input_delay [expr $clk_period * $clk_io_pct] -clock clk0 $non_clock_inputs
set_output_delay [expr $clk_period * $clk_io_pct] -clock clk0 [all_outputs]
==> notes.md <==
Physical implementation

The worst path uses between 40% and 50% of the clock period. The fraction of final layout cells with drive strength greater than 1 is 36.8%. CTS reports a maximum clock tree buffer depth of 3. After detailed routing, the number of remaining DRC violations is 0. Counting flops with a built-in enable in the synthesized netlist gives 0. The flow ran to the end, and the final reports show no timing, DRC or antenna violations. The time the worst path needs with I/O delays and setup is 8.29 ns. Per the OpenROAD floorplan log, the width of the die is 283 um. For this design the static power due to leakage is ~11 nW.

The via density per instance is 5.25. The synthesized instance count is 1795. The sum of routed wire length over all layers is 65100 um. The fraction of the yosys area taken by sequential cells is 54.6%. STA lists the maximum fanout along the critical path as 34. TritonCTS built the clock tree.

The kind of path behind the tightest hold check is flop to flop. The setup slack of the worst register-to-register path is 16.32 ns. The multi-input gate area in the final layout is between 9000 and 10000 um2. The clock latency of the later-clocked register in the worst-skew pair is 0.61 ns. The first global-routing pass estimated 101000 um of wire.

The number of antenna violations at the first check in global routing was 1. Per the layout report, the design carries about 7400 filler cells. Counting flops with an async set or reset pin after synthesis yields a share of 100%.

The cell sitting at the root of the clock tree is a sky130_fd_sc_hd__clkbuf_16. The mean instance size in the synthesized netlist is about 13 um2. For reference, the top cells by area after synthesis are sky130_fd_sc_hd__dfrtp_1 (55%), sky130_fd_sc_hd__mux2_2 (24%), sky130_fd_sc_hd__buf_4 (2.6%). The count of TritonRoute iterations in the first routing pass is 5. CTS saw 518 sinks.

The post-CTS clock slew at the launch and capture registers of the worst setup and hold paths is 0.06 ns. The DRC marker count from the first detailed-route iteration is between 1000 and 1500. The actual transition at the worst max-transition pin is 0.993 ns. For this run the aggregate overflow at the end of global routing stands at 0. Hold is met by ~0.49 ns. Dividing total power by cell area gives a power density of 186 nW/um2. The post-synthesis register bit count is 518.

In this run the VDD rail shows a maximum IR drop of 0.0840 mV. The share of the synthesized area in the top cell type is 54.6%. The critical path is of the flop to output pin type. Per the final timing report, the hold violations number 0. Across the run, the number of max-cap violations was 0.

Per the detail_route report, the via count comes to 15100. The startpoint kind of the worst setup timing path is a flop. The top cell type in the final layout, fill and taps aside, is sky130_fd_sc_hd__dfrtp_1.

Per the placement log, port buffering inserted around 70 buffers. The total half-perimeter wirelength after legalization and detailed placement is 38000 um. STA classifies the critical path endpoint as an output pin. The final weighted congestion recorded by global placement is 0.825. In this run, post-CTS repair resized a total of 0 instances.

Per the post-route antenna check, the number of violating nets is 0. For this design the top-level I/O count stands at 134. Setup repair after global routing left no endpoint under its margin. Of all cell types, the one taking the most synthesized area is sky130_fd_sc_hd__dfrtp_1.

The synthesized netlist has a Yosys-reported chip area of 23700 um2. Timing would allow up to 121 MHz. The area growth from synthesis to layout is 13.1%. In the floorplan report the effective utilization is 30.5%. The count of synthesis-stage warnings from yosys is 2. The pin count of the biggest net entering global routing is between 100 and 150. In the layout the commonest cells are sky130_fd_sc_hd__dfrtp_1 (516), sky130_fd_sc_hd__mux2_2 (513), sky130_fd_sc_hd__a21oi_1 (98), sky130_fd_sc_hd__a22oi_1 (72), sky130_fd_sc_hd__clkdlybuf4s50_1 (68). In this run the post-CTS setup repair buffer count came out at 0. The final count of pins violating max slew is 0. Across the routed clock network, the largest skew measured is between 0.015 and 0.02 ns. The number of unique standard cell types used by synthesis is 46.

The number of global-route vias before repair is 15700. Measured along the y axis, the die boundary spans around 280 um. The summed instance area of the synthesized netlist is 23700 um2. The script logs the mean routed wire length per placed instance as between 20 and 25 um. The final setup TNS is 0 ns.

The endpoint arrival time on the critical path is 4.35 ns. The die area is about 80000 um2. The total clock buffers created by CTS is between 50 and 60. The commonest register cell is sky130_fd_sc_hd__dfrtp_1.

Per the CTS log, the maximum H-tree level is 2. The area inside the core boundary is 77800 um2. Per the layout area report, the register area comes to between 10000 and 15000 um2. Buffers inserted to repair hold after CTS numbered 0.

The total setup violations reported at the end of the flow is 0. The yosys stat cell total is roughly 1800. The required time reported for the critical path endpoint is about 16 ns. The number of rows created at floorplan is 102. Global routing consumed, over all layers together, 16.8% of the routing resources. The slew check shows that the tightest pin keeps a relative margin of between 30% and 40%. The total tool warning count is 31.
[area by class of cell]
type | instances | area share (%)
Antenna cell | 1 | 0.00932
Sequential cell | 518 | 48.3
Clock buffer | 82 | 6.07
Tap cell | 1040 | 4.85
Clock inverter | 15 | 0.615
Timing Repair Buffer | 113 | 3.87
Inverter | 2 | 0.0280
Multi-Input combinational cell | 1098 | 36.3
[worst paths after layout]
| path | to | start | cells past startpoint |
|---|---|---|---|
| worst min-delay path | line_buffer[14][20] | line_buffer[14][20] | 1 |
| worst min register to register | line_buffer[14][20] | line_buffer[14][20] | 1 |
| worst max register to register | line_buffer[13][11] | fill_count[1] | 6 |
| worst max-delay path | common_data_bus_out[31] | fill_count[0] | 9 |
| min in group asynchronous | line_buffer[14][6] | rst_n | 1 |
| max in group asynchronous | line_buffer[0][12] | rst_n | 5 |
[sequential cells by signal, summed over array words and instances (netlist names)]
name / flops
line_buffer: 512
fill_count: 4
state: 1
wr_fill: 1
[critical path, stage by stage, from the launching register on]
cell and delay (ns):
sky130_fd_sc_hd__dfrtp_1 0.47, sky130_fd_sc_hd__inv_1 0.19, sky130_fd_sc_hd__ha_4 0.48, sky130_fd_sc_hd__nor3b_4 0.64
sky130_fd_sc_hd__buf_4 0.38, sky130_fd_sc_hd__buf_4 0.47, sky130_fd_sc_hd__o2bb2ai_1 0.17, sky130_fd_sc_hd__nor4_1 0.08
sky130_fd_sc_hd__a31oi_1 0.28, sky130_fd_sc_hd__clkdlybuf4s50_1 0.53
[logic make-up (layout without fill, tap and decap cells)]
logic type               after synthesis  in the layout  synth area share, %
buffers and inverters                241            212                 5.78
AND-OR/OR-AND                        398            398                 12.1
multiplexers                         525            525                 24.9
flip-flops                           518            518                 54.6
XOR/XNOR                               3              3                0.111
adder cells (fa/ha/maj)                4              4                0.211
AND/OR/NAND/NOR                      104            104                 2.31
other                                  2             65               0.0316
[synthesized netlist by cell type, types with 7 or more instances]
| cell type | instances |
|---|---|
| sky130_fd_sc_hd__a211oi_1 | 21 |
| sky130_fd_sc_hd__a21oi_1 | 98 |
| sky130_fd_sc_hd__a221oi_1 | 32 |
| sky130_fd_sc_hd__a222oi_1 | 27 |
| sky130_fd_sc_hd__a22o_1 | 54 |
| sky130_fd_sc_hd__a22oi_1 | 72 |
| sky130_fd_sc_hd__a31oi_1 | 12 |
| sky130_fd_sc_hd__a41oi_1 | 21 |
| sky130_fd_sc_hd__buf_2 | 86 |
| sky130_fd_sc_hd__buf_4 | 82 |
| sky130_fd_sc_hd__buf_6 | 7 |
| sky130_fd_sc_hd__clkbuf_1 | 61 |
| sky130_fd_sc_hd__dfrtp_1 | 518 |
| sky130_fd_sc_hd__mux2_1 | 12 |
| sky130_fd_sc_hd__mux2_2 | 513 |
| sky130_fd_sc_hd__nand2_1 | 17 |
| sky130_fd_sc_hd__nand3_1 | 9 |
| sky130_fd_sc_hd__nand3b_1 | 7 |
| sky130_fd_sc_hd__nor2_1 | 46 |
| sky130_fd_sc_hd__o21ai_0 | 30 |
[metrics by stage]
| step | power, mW | instance area (um2) | setup slack [ns] | util, % | cells |
|---|---|---|---|---|---|
| 5_1_grt | 5.32 | 26800 | 11.14 | 34.5 | 2868 |
| 2_1_floorplan | 3.24 | 24000 | 14.07 | - | 1857 |
| 3_3_place_gp | 3.94 | 25100 | 11.99 | 32.2 | 2771 |
| 6_report | 5.01 | 26800 | 11.41 | 34.5 | 2869 |
| 3_5_place_dp | 3.99 | 25100 | 12.02 | 32.2 | 2771 |
| 4_1_cts | 5.04 | 26800 | 11.31 | 34.5 | 2868 |
[metal layers]
layer,part of all wire [%],up-vias,routed length (um),GRT usage [%]
met5,0.012,-,8,0
met4,2.2,2,1460,3.45
met3,8.5,95,5520,5.89
met2,46,523,29800,25.3
met1,44,7872,28300,24.1
li1,-,6559,-,-
[power breakdown]
part / total (mW) / switching [mW] / internal [mW]
logic: 2.07 / 1.04 / 1.03
clock network: 1.02 / 0.418 / 0.606
registers: 1.92 / 0.299 / 1.62
No activity file was given, so power comes from the tool's default toggle rates.
